$ cat flow/run.sh
#!/bin/bash
# OpenROAD 26Q1-2900-gdf79404cd8, Yosys 0.63+post, stock flow scripts
make -C /OpenROAD-flow-scripts/flow DESIGN_CONFIG=/design/flow/config.mk WORK_HOME=/design/flow/orfs finish
$ cat flow/config.mk
export PLATFORM = sky130hd
export DESIGN_NAME = three_bit_multiplier
export DESIGN_NICKNAME = three_bit_multiplier
export VERILOG_FILES = /design/flow/design.v
export SDC_FILE = /design/flow/constraint.sdc
export NUM_CORES = 4
export LEC_CHECK = 1
export CORE_AREA = 10 10 70 70
export DIE_AREA = 0 0 80 80
$ cat flow/constraint.sdc
current_design three_bit_multiplier

set clk_period 1.5
set clk_io_pct 0.2

create_clock -name clk0 -period $clk_period

set non_clock_inputs [all_inputs -no_clocks]
set_input_delay [expr $clk_period * $clk_io_pct] -clock clk0 $non_clock_inputs
set_output_delay [expr $clk_period * $clk_io_pct] -clock clk0 [all_outputs]
$ cat flow/design.v
module half_adder(input a, b, output sum, carry);
    assign sum = a ^ b;
    assign carry = a & b;
endmodule
module three_bit_multiplier(
    input [2:0] A, B,
    output [5:0] Product
);
    wire [2:0] PP0 = {A[2]&B[0], A[1]&B[0], A[0]&B[0]}; 
    wire [2:0] PP1 = {A[2]&B[1], A[1]&B[1], A[0]&B[1]}; 
    wire [2:0] PP2 = {A[2]&B[2], A[1]&B[2], A[0]&B[2]}; 
    wire s1, c1, s2, c2, s3, c3;
    half_adder ha1(PP0[1], PP1[0], s1, c1);
    half_adder ha2(PP0[2], PP1[1], s2, c2);
    wire s4, c4, s5, c5;
    half_adder ha3(s2, PP2[0], s4, c4);
    half_adder ha4(c2, PP1[2], s5, c5);
    assign Product[0] = PP0[0];
    assign Product[1] = s1;
    assign Product[2] = s4;
    assign Product[3] = s5 ^ c4;
    assign Product[4] = PP2[1] ^ c5 ^ c4;
    assign Product[5] = PP2[2] & c5;    
endmodule
==> qor.txt <==
outcome - finished with violations
failing checks - setup timing
Yosys warnings - 0
Final HPWL DP - 527.2 µm
maxcap violations - 0
P per Cell Area - 219.6 nW/µm²
RSZ-0062 raised after global routing - true
vias in the first global route - 181
Cell variety after synth - 7
floorplan utilization - 3.993%
crit path DAT - 1.35 ns
Setup CP Type - primary input to output port
Worst Setup End Kind - output port
final setup vio count - 2
crit path cell chain - buf_6 -> and2_4 -> ha_4 -> ha_4 -> xor2_2 -> xnor2_1 -> buf_2
# DRC - 0
clk_buf instances - 0
Storage cell area - 0 µm²
Post-Syn Area - 136.4 µm²
# port buffers - 12
total track usage - 1.755%
Critical Path RT - 1.20 ns
tally of filler cells in the layout - 395
Final Hold Vio Count - 0
FMAX - 0.6064 GHz
slew margin rel. - 91.79%
cell row count - 21
Leak Pwr - 0.1715 nW
I/O pin count - 12
Routability Congestion - 0.7260
Top delay family on crit path - adder cells
CP startpoint kind - primary input
Slew Limit Fails - 0
final non-filler cell total - 81
Critical Path Slowest Stage Cell - ha_4
most frequent cells in the layout - buf_4 (6), dlygate4sd2_1 (4), buf_6 (4)
vias post-DR - 173
Die H - 80 µm
Fin Setup TNS - -0.2915 ns
largest net degree at the start of global routing - 4
Final Critical Period - 1.649 ns
Iter 0 DRT Violations - 1
Total Routed Length - 622 µm
CP Buf/Inv Count - 2
crit-path max cell delay - 0.23 ns
Hold Crit Class - primary input to output port
measured slew at the worst slew-check pin - 0.1222 ns
Seq share, synth - 0%
Seq cells - 0
initial antenna violation count - 1
Max IR drop VDD - 0.02495 mV
Final Util - 11.32%
Worst path most repeated cell - ha_4
first-pass GRT wire length - 890 µm
total gr overflow - 0
Post-Syn Instances - 18
First-pass DRT Iterations - 2
# Cells Yosys - 18
chip footprint - 6400 µm²
Core ar. - 3416 µm²
die width - 80 µm
Post-DRT Antenna Nets - 0
synthesized area per cell - 7.577 µm²
tool warnings - 34
share of cells above drive strength 1 - 64.71%
Yosys chip area - 136.4 µm²
Crit Path Max Fanout - 2
most numerous logic cell after layout - buf_4
WL per Instance - 7.679 µm
Worst Setup Slack, final - -0.1490 ns
cycle use final - 109.9%
placed cell count - 79
area added between synthesis and finish - 183.5%
Vias/cell - 2.136
==> stage by stage <==
step / hold slack [ns] / power (mW) / cell area [µm²] / worst slack (ns)
3_5_place_dp: 1.611 / 0.08097 / 339.1 / -1.004
6_report: 0.9292 / 0.08492 / 386.6 / -0.1490
4_1_cts: 0.9397 / 0.07606 / 347.8 / -0.1644
5_1_grt: 0.9453 / 0.09637 / 386.6 / -0.1796
2_1_floorplan: 0.6719 / 0.02757 / 138.9 / 0.03098
3_3_place_gp: 1.608 / 0.08088 / 339.1 / -1.006
==> tightest hold or removal path, cell delays in order <==
cell and delay (ns):
buf_6 0.10, nand2_1 0.06, xnor2_1 0.06, buf_2 0.11
==> synth_stat cells <==
master / number / area share, %
xnor2_1: 1 / 6.4
and3_1: 1 / 4.6
nand2_1: 3 / 8.3
xor2_1: 3 / 19
buf_4: 2 / 11
ha_1: 3 / 28
and2_1: 5 / 23
==> power by group <==
part	internal [mW]	total [mW]	leakage, nW	switching [mW]
combinational	0.0560	0.0849	0.172	0.0289
clock	0.0000000891	0.0000000891	0.00000634	0
sequential	0	0	0	0
total	0.0560	0.0849	0.172	0.0289
==> routing by layer <==
metal	global-route usage, %	part of all wire (%)	up-vias
li1	-	-	87
met2	2.729	42	8
met1	1.780	37	78
met3	1.705	21	0
met5	0	0	-
met4	0	0	0
==> area by class of cell <==
type	count	area, µm²	area share, %
Tap cell	46	57.56	14.89
Timing Repair Buffer	18	145.1	37.54
Antenna cell	1	2.502	0.6472
Multi-Input combinational cell	16	181.4	46.93
==> cells by family after synthesis <==
logic type                 Yosys count  synth area share (%)
xor gates and xnor gates             4                 25.69
and+or+nand+nor                      9                 35.78
buffers and inverters                2                 11.01
adders and majority gates            3                 27.53
==> timing repair <==
item,in CTS,in global routing
resized,38,8
setup endpoints to repair,6,3
hold buffers,0,0
buffers inserted,1,0
pin swaps,7,4
hold endpoints to repair,0,0
==> final timing paths <==
check	startpoint	endpoint	slack [ns]	depth (start not counted)
worst max-delay path	B[0]	Product[4]	-0.15	7
worst min-delay path	A[1]	Product[4]	0.93	4
Power is estimated from default activity; no workload was simulated.
